`./design.v`:
```
`timescale 1ns / 1ps
       module FSM(
	       input clk,
	       input rst,
	       input [1:0] DesiredLoad,
	       input CurrentSign,
	       output reg [5:0] Sout
       );
       reg [3:0] State, NextState;
       reg [3:0] Counter, CntTot;
       always @(posedge clk or posedge rst) 
       begin
	       if(rst) begin	State = 4'b0000;	end
	       else begin
		       if (Counter >= CntTot) begin
			       State = NextState;
			       Counter = 0;
		       end
		       else begin	Counter = Counter + 1;	end
	       end
       end
       initial begin
	       Sout <= 6'b000000;
	       State <= 4'b0000;
	       Counter <= 0;
	       CntTot <= 0;
       end
       always @(posedge clk)
       begin
	       case(State)
		       4'b0001:
		       begin
			       Sout <= 6'b100000;
			       CntTot <= 9;
			       case(DesiredLoad)
				       2'b01: begin NextState = 4'b1101; end
				       2'b10: begin NextState = 4'b0010; end
				       2'b11: begin NextState = 4'b1001; end
				       default: NextState = State;
			       endcase
		       end
		       4'b0010:	
		       begin
			       Sout <= 6'b101000;
			       CntTot <= 1;
			       case(DesiredLoad)
				       2'b01: begin NextState = 4'b0001; end
				       2'b10: begin NextState = 4'b0101; end
				       2'b11: begin NextState = 4'b0101; end  
				       default: NextState = State;
			       endcase
		       end
		       4'b0011:	
		       begin
			       Sout <= 6'b010100;
			       CntTot <= 1;
			       case(DesiredLoad)
				       2'b01: begin NextState = 4'b1011; end
				       2'b10: begin NextState = 4'b0100; end
				       2'b11: begin NextState = 4'b0100; end  
				       default: NextState = State;
			       endcase
		       end
		       4'b0100:	
		       begin
			       Sout <= 6'b000100;
			       CntTot <= 9;
			       case(DesiredLoad)
				       2'b01: begin NextState = 4'b0011; end
				       2'b10: begin NextState = 4'b1110; end
				       2'b11: begin NextState = 4'b0111; end
				       default: NextState = State;
			       endcase
		       end
		       4'b0101:	
		       begin
			       Sout <= 6'b001000;
			       CntTot <= 9;
			       case(DesiredLoad)
				       2'b01: begin NextState = 4'b0010; end
				       2'b10: begin NextState = 4'b1110; end
				       2'b11: begin NextState = 4'b0110; end
				       default: NextState = State;
			       endcase
		       end
		       4'b0110:	
		       begin
			       Sout <= 6'b001010;
			       CntTot <= 1;
			       case(DesiredLoad)
				       2'b01: begin NextState = 4'b0101; end  
				       2'b10: begin NextState = 4'b0101; end
				       2'b11: begin NextState = 4'b1010; end
				       default: NextState = State;
			       endcase
		       end
		       4'b0111:	
		       begin
			       Sout <= 6'b000101;  
			       CntTot <= 1;
			       case(DesiredLoad)
				       2'b01: begin NextState = 4'b0100; end  
				       2'b10: begin NextState = 4'b0100; end
				       2'b11: begin NextState = 4'b1000; end
				       default: NextState = State;
			       endcase
		       end
		       4'b1000:
		       begin
			       Sout <= 6'b000001;  
			       CntTot <= 9;
			       case(DesiredLoad)
				       2'b01: begin NextState = 4'b1100; end
				       2'b10: begin NextState = 4'b0111; end
				       2'b11: begin NextState = 4'b1111; end
				       default: NextState = State;
			       endcase
		       end
		       4'b1001:	
		       begin
			       Sout <= 6'b100010;  
			       CntTot <= 1;
			       case(DesiredLoad)
				       2'b01: begin NextState = 4'b0001; end
				       2'b10: begin NextState = 4'b0001; end  
				       2'b11: begin NextState = 4'b1010; end
				       default: NextState = State;
			       endcase
		       end
		       4'b1010:	
		       begin
			       Sout <= 6'b000010;  
			       CntTot <= 9;
			       case(DesiredLoad)
				       2'b01: begin NextState = 4'b1001; end
				       2'b10: begin NextState = 4'b0110; end
				       2'b11: begin NextState = 4'b1111; end
				       default: NextState = State;
			       endcase
		       end
		       4'b1011:	
		       begin
			       Sout <= 6'b010000;  
			       CntTot <= 9;
			       case(DesiredLoad)
				       2'b01: begin NextState = 4'b1101; end
				       2'b10: begin NextState = 4'b0011; end
				       2'b11: begin NextState = 4'b1100; end
				       default: NextState = State;
			       endcase
		       end
		       4'b1100:	
		       begin
			       Sout <= 6'b010001;  
			       CntTot <= 1;
			       case(DesiredLoad)
				       2'b01: begin NextState = 4'b1011; end
				       2'b10: begin NextState = 4'b1011; end  
				       2'b11: begin NextState = 4'b1000; end
				       default: NextState = State;
			       endcase
		       end
		       4'b1101:	
		       begin
			       Sout <= 6'b110000;  
			       CntTot <= 1;
			       case({CurrentSign,DesiredLoad})
				       3'b101: begin NextState = 4'b1101; end
				       3'b001: begin NextState = 4'b1101; end
				       3'b110: begin NextState = 4'b0001; end
				       3'b010: begin NextState = 4'b1011; end
				       3'b111: begin NextState = 4'b0001; end
				       3'b011: begin NextState = 4'b1011; end
				       default: NextState = State;
			       endcase
		       end
		       4'b1110:	
		       begin
			       Sout <= 6'b001100;  
			       CntTot <= 1;
			       case({CurrentSign,DesiredLoad})
				       3'b101: begin NextState = 4'b0101; end
				       3'b001: begin NextState = 4'b0100; end
				       3'b110: begin NextState = 4'b1110; end
				       3'b010: begin NextState = 4'b1110; end
				       3'b111: begin NextState = 4'b0101; end
				       3'b011: begin NextState = 4'b0100; end
				       default: NextState = State;
			       endcase
		       end
		       4'b1111:	
		       begin
			       Sout <= 6'b000011;  
			       CntTot <= 1;
			       case({CurrentSign,DesiredLoad})
				       3'b101: begin NextState = 4'b1010; end
				       3'b001: begin NextState = 4'b1000; end
				       3'b110: begin NextState = 4'b1010; end
				       3'b010: begin NextState = 4'b1000; end
				       3'b111: begin NextState = 4'b1111; end
				       3'b011: begin NextState = 4'b1111; end
				       default: NextState = State;
			       endcase
		       end
		       4'b0000:	
		       begin
			       Sout <= 6'b000000;  
			       CntTot <= 0;
			       case(DesiredLoad)  
				       2'b01: begin NextState = 4'b1101; end
				       2'b10: begin NextState = 4'b1110; end
				       2'b11: begin NextState = 4'b1111; end
				       default: NextState = State;
			       endcase
		       end
	       endcase
       end
       endmodule
```
`./run.sh`:
```
#!/bin/bash
# OpenROAD 26Q1-2900-gdf79404cd8, Yosys 0.63+post, stock flow scripts
make -C /OpenROAD-flow-scripts/flow DESIGN_CONFIG=/design/flow/config.mk WORK_HOME=/design/flow/orfs finish
```
`./config.mk`:
```
export PLATFORM = sky130hd
export DESIGN_NAME = FSM
export DESIGN_NICKNAME = FSM
export VERILOG_FILES = /design/flow/design.v
export SDC_FILE = /design/flow/constraint.sdc
export NUM_CORES = 4
export LEC_CHECK = 1
export CORE_AREA = 10 10 92 92
export DIE_AREA = 0 0 102 102
```
`./constraint.sdc`:
```
current_design FSM

set clk_period 3.4
set clk_io_pct 0.2

create_clock -name clk0 -period $clk_period [get_ports {clk}]

set non_clock_inputs [all_inputs -no_clocks]
set_input_delay [expr $clk_period * $clk_io_pct] -clock clk0 $non_clock_inputs
set_output_delay [expr $clk_period * $clk_io_pct] -clock clk0 [all_outputs]
```
==> changes_impl.md <==
## Flow update

* Number of buffers inserted during clock tree synthesis at 3
* Clock network power share at 0.155
* Post-route setup TNS at 0 ns
* TritonCTS clock tree: yes
* Number of cells on the worst hold path at 2
* Number of library cell types mapped by synthesis at 45
* Number of cell instances after yosys synthesis at approximately 170
* Cell family with the largest share of critical-path delay: AND-OR/OR-AND gates
* ANT cells at 0
* Mapped Avg Cell Area at about 8.3 sq um
* Status: complete, no violations
* Hold path startpoint: NextState[2]$_DFF_P_
* Height of the die at 102 microns
* Transition time at the pin with the least slew margin at between 0.8 and 0.9 ns
* Pleak at ~0.62 nW
* Via count at approximately 1200
* Maximum VDD drop at about 0.21 mV
* Max_cap viols at 0
* Setup CP Type: in2reg
* Antenna Nets Post-Route at 0
* Total power at 1.50 mW
* Row Count at 29
* Violation count after the first detailed-route iteration at about 90
* Std-Cell Core Area at about 6500 sq um
* Full die area at approximately 10000 sq um
* Flop-to-flop setup slack at 1.20 ns
* Largest fanout of any net on the critical path at 22
* Worst Setup Start Kind: input pin
* Vias in the first global route at 1139
* DP Wirelength at between 2 and 2.5 mm
* Net Switching at around 610 uW
* Fraction of the cycle the final worst path needs at 0.756
* Maximum level of the CTS H-tree at 1
* Endpoint of the worst hold path: State[2]$_DFFE_PP0P_
* Crit path DAT at about 2.7 ns
* Detail-routed via count per cell at between 4 and 5
* Post-synthesis to final-layout area growth at 15.2%
* Period minus WS final at 2.57 ns
* Most used flip-flop cell: sky130_fd_sc_hd__dfxtp_1
* Per-cell routed wire length at around 13 microns
* Flop pwr share at 0.316
* Clock Tree Root: sky130_fd_sc_hd__clkbuf_8
* Biggest cell delay along the critical path at around 0.59 ns
* Register bit count reported by yosys at 20
* Register clock-pin slew on the reported worst setup and hold paths at around 0.070 ns
* Power Dens Cells at about 930 nW/um^2
* Comb pwr share at 0.528
* Ratio of cells with drive above 1 in the final layout at 0.0588
* Syn Std Cell Area at roughly 1400 sq um
* Number of cells on the worst reg-to-reg path at 4
* Switching Share at 0.408
* Antenna violations before repair at 0
* DRT Pass-1 Iters at 4
* Internal portion of total power at just under 900 uW
* Number of pins exceeding their max-slew limit in the final report at 0
* Post-synthesis instance total at ~170
* R2r startpoint: State[0]$_DFFE_PP0P_
* Number of placed I/O pins at 11
* Fraction of registers with async set or reset after synthesis at 0.200
* Sequential cell area fraction in the yosys report at 0.329
* Peak Freq at a little under 400 MHz
* Worst-case setup margin in the final layout at between 0.8 and 0.9 ns
* Fraction of the core area occupied by cells at floorplan at 0.217
* Wire length of the first global-routing pass at approximately 5.7 mm
* Capturing point of the worst reg2reg path: NextState[3]$_DFF_P_
* Pre-CTS worst setup slack at roughly 0.56 ns
* Final Hold Fails at 0
* Latest clock arrival within the worst-skew pair at 0.25 ns
* Unrepaired setup endpoints after global routing: false
* Global placement routability congestion at about 0.87
* Maximum number of pins on one net before global-route repair at 35
* Post-route DRC at 0
* Post-synth EDFFs at 4
* Chip area line of the yosys report at about 1400 sq um
* Setup crit end kind: flip-flop
* Crit path cell chain: clkdlybuf4s50_1, inv_1, ha_1, nor2_1, o22ai_1, a21oi_1, o311ai_0
* Standard cell with the maximum stage delay on the critical path: sky130_fd_sc_hd__ha_1
* Count of final setup violators at 0
* Sinks on the clock net at 20
* Count of buffering cells on the critical path with inverters included at 2
* Hold-fix buffer count after cts at 0
* Port-buffer cells at 10
* Sum of overflow across all layers after global routing at 0
* Resize count post-CTS at 0
* Post-route clock skew at 0.00554 ns
* Total number of yosys warnings at 1
* Worst slew margin relative to its limit at 0.455
* Crit path DRT at between 3 and 4 ns
* Tally of OpenROAD warnings at 28
* Global Route Usage Sum at 0.0644
* Total wire length after detailed routing at around 3.3 mm
* HP Class: reg2reg
* Maximum buffer depth of the clock tree at 2
* Count of buffers added by post-CTS timing repair for setup at 0
* Width of the die at ~100 microns
-- cell usage after synthesis, drive strengths merged (2+ instances only) --
cell | n | area (sq um)
mux2 | 3 | 41.3
clkbuf | 5 | 18.8
nor3 | 3 | 15.0
ha | 7 | 87.6
dfxtp | 12 | 240
o22ai | 5 | 31.3
dfrtp | 4 | 100
buf | 9 | 51.3
nand3b | 2 | 15.0
o31ai | 4 | 30.0
xor2 | 2 | 17.5
o211ai | 3 | 22.5
nand2b | 10 | 62.6
nor2b | 6 | 37.5
a22oi | 3 | 22.5
o32ai | 2 | 17.5
xnor2 | 2 | 17.5
nor4b | 2 | 17.5
edfxtp | 4 | 120
nand2 | 6 | 22.5
o21ai | 14 | 70.1
inv | 10 | 37.5
nand3 | 4 | 20.0
a211oi | 2 | 15.0
o21bai | 4 | 30.0
a21oi | 5 | 25.0
and3 | 2 | 12.5
nor2 | 17 | 63.8
a32oi | 2 | 17.5
-- worst max-delay path by stage --
stage             startpoint                   end  depth (start not counted)  slack [ns]
CTS           DesiredLoad[1]  NextState[3]$_DFF_P_                          7        0.84
global route  DesiredLoad[1]  NextState[3]$_DFF_P_                          7        0.63
finish        DesiredLoad[1]  NextState[3]$_DFF_P_                          7        0.83
-- power groups by stage --
stage | clock, mW | sequential [mW] | combinational, mW
4_1_cts | 0.238 | 0.471 | 0.792
5_1_grt | 0.246 | 0.495 | 0.896
6_report | 0.232 | 0.474 | 0.791
-- per-stage QoR --
stage | instance area, sq um | instances | hold slack, ns | utilization
2_1_floorplan | 1400 | 168 | 0.410 | -
3_3_place_gp | 1540 | 243 | 0.419 | 0.239
3_5_place_dp | 1540 | 243 | 0.426 | 0.239
4_1_cts | 1610 | 247 | 0.443 | 0.250
5_1_grt | 1610 | 247 | 0.488 | 0.250
6_report | 1610 | 247 | 0.435 | 0.250
-- routing by layer --
metal | GRT usage | wire [microns] | share of wire
met1 | 0.0990 | 1640 | 0.50
met2 | 0.0988 | 1480 | 0.45
met3 | 0.00341 | 113 | 0.034
met4 | 0.0108 | 49 | 0.015
met5 | 0 | 0 | 0
-- registers in the layout (all words and copies together) (netlist names) --
signal and count:
NextState 4, Counter 4, Sout 6, CntTot 2
State 4
-- worst register-to-register path, delay by kind of cell, from the launching register on --
family             cells  cell delay [ns]
and+or+nand+nor        1             0.34
AOI/OAI and AO/OA      3             0.85
DFF                    1             0.85
-- final cells by class --
cell class / instances / area (sq um)
fill: 699 / 4850
tap: 77 / 96.3
inverter: 10 / 37.5
clock buffer: 3 / 41.3
clock inverter: 1 / 30.0
multi-input combinational: 124 / 832
sequential: 20 / 460
timing repair buffer: 12 / 115
-- cell families after synthesis --
| group | after synthesis | share of synthesized area |
|---|---|---|
| mux | 4 | 0.0366 |
| xor+xnor | 4 | 0.0250 |
| flops | 20 | 0.329 |
| fa+ha+maj | 7 | 0.0626 |
| compound gates | 52 | 0.253 |
| buf+inv | 24 | 0.0769 |
| simple gates | 57 | 0.217 |
-- layout by cell type (no fill, tap or decap), types with 3 or more instances in the layout --
cell type                          n
sky130_fd_sc_hd__a21oi_1           5
sky130_fd_sc_hd__a22oi_1           3
sky130_fd_sc_hd__clkbuf_8          3
sky130_fd_sc_hd__clkdlybuf4s50_1  10
sky130_fd_sc_hd__dfrtp_1           4
sky130_fd_sc_hd__dfxtp_1          12
sky130_fd_sc_hd__edfxtp_1          4
sky130_fd_sc_hd__ha_1              7
sky130_fd_sc_hd__inv_1            10
sky130_fd_sc_hd__nand2_1           6
sky130_fd_sc_hd__nand2b_1         10
sky130_fd_sc_hd__nand3_1           4
sky130_fd_sc_hd__nor2_1           17
sky130_fd_sc_hd__nor2b_1           6
sky130_fd_sc_hd__nor3_1            3
sky130_fd_sc_hd__o211ai_1          3
sky130_fd_sc_hd__o21ai_0          14
sky130_fd_sc_hd__o21bai_1          4
sky130_fd_sc_hd__o22ai_1           5
sky130_fd_sc_hd__o31ai_1           4
Power figures rest on the tool's default switching activity, not on a simulated workload.
